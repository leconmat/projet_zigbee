==> flow/design.v <==
module fifo_rx				
#(
					parameter WIDTH = 8,
					parameter DEPTH = 64
)		
(
					input logic clk,  
					input logic reset_n,
					input logic en_cdr,
					input logic data_in,
					input logic psel,
					input logic pwrite,
					input logic penable,
					output logic pready,
					output logic pslverr,
					output logic [WIDTH-1:0] prdata
);
parameter PTR_WIDTH = $clog2(DEPTH);
logic [WIDTH-1:0] mem [DEPTH-1:0];
logic [PTR_WIDTH:0] wr_ptr, rd_ptr;
logic full;  
logic empty; 
logic wr_en;
logic rd_en;
reg [7:0] shift_register;
logic [2:0] i;
reg en_cdr_prec;
assign pready = 1'b1;
always_comb begin
	if((wr_ptr[PTR_WIDTH-1:0]) == (rd_ptr[PTR_WIDTH-1:0])) begin
		full = (wr_ptr[PTR_WIDTH]) ^ (rd_ptr[PTR_WIDTH]);  
		empty = wr_ptr[PTR_WIDTH] ~^ rd_ptr[PTR_WIDTH];  
	end
	else begin
		full = 0;
		empty = 0;
	end
end
assign pslverr = empty;
assign wr_en = ~en_cdr_prec && en_cdr && (i == 0);
always @(posedge clk, negedge reset_n) begin
	if (~reset_n) begin
		shift_register <= 'b0;
    en_cdr_prec <= 'b0;
		i <=0;
	end
	else begin
    en_cdr_prec <= en_cdr;
    if(~en_cdr_prec && en_cdr) begin
      shift_register <= {data_in, shift_register[7:1]};
      i <= i + 1;
    end
    else begin
      shift_register <= shift_register;
      i <= i;
    end
	end
end
always_ff @(posedge clk, negedge reset_n) begin
	if(~reset_n) begin
		for(integer i = 0; i < DEPTH; i++) begin
			mem[i] <= 0;
		end
		wr_ptr <= 0;
	end
	else begin
		if(wr_en) begin
      mem[wr_ptr[PTR_WIDTH-1:0]] <= shift_register;
      wr_ptr <= wr_ptr + 1;
		end
		else begin
      wr_ptr <= wr_ptr;
      mem[wr_ptr[PTR_WIDTH-1:0]] <= mem[wr_ptr[PTR_WIDTH-1:0]];
		end
	end
end
assign rd_en = psel && penable && !pwrite && !empty;
always_ff @(posedge clk, negedge reset_n) begin
  if(~reset_n)
    prdata <= 'b0;
  else begin
    if(rd_en)
	  	prdata <= mem[rd_ptr[PTR_WIDTH-1:0]];
	  else
	  	prdata <= 'b0;
  end
end	
always_ff @(posedge clk, negedge reset_n) begin
	if(~reset_n) begin
		rd_ptr <= 'b0;
	end
	else begin
		if (rd_en || (full && wr_en)) 
			rd_ptr <= rd_ptr + 1;
		else
      rd_ptr <= rd_ptr;
  end
end
endmodule
==> flow/run.sh <==
#!/bin/bash
# OpenROAD 26Q1-2900-gdf79404cd8, Yosys 0.63+post, stock flow scripts
make -C /OpenROAD-flow-scripts/flow DESIGN_CONFIG=/design/flow/config.mk WORK_HOME=/design/flow/orfs finish
==> flow/config.mk <==
export PLATFORM = sky130hd
export DESIGN_NAME = fifo_rx
export DESIGN_NICKNAME = fifo_rx
export VERILOG_FILES = /design/flow/design.v
export SDC_FILE = /design/flow/constraint.sdc
export NUM_CORES = 4
export LEC_CHECK = 1
export CORE_UTILIZATION = 40
==> flow/constraint.sdc <==
current_design fifo_rx

set clk_period 10.2
set clk_io_pct 0.2

create_clock -name clk0 -period $clk_period [get_ports {clk}]

set non_clock_inputs [all_inputs -no_clocks]
set_input_delay [expr $clk_period * $clk_io_pct] -clock clk0 $non_clock_inputs
set_output_delay [expr $clk_period * $clk_io_pct] -clock clk0 [all_outputs]
==> run_results.csv <==
group,metric,value,unit
status,status,"finished clean",
synth,flop_cell,"dfrtp_1",
route,wl_per_cell,47.0,um
critical_path,worst_ep_required_time,10.66,ns
global_route,antenna_found_initial,23,
clock_network,clock_sinks,546,
job,max-cap-violations,0,
pwr,peakVddDrop,0.000509,V
timing,finalClockPeriodUsage,49.9,%
floorplanning,num_io_pins,17,
synth,edf_count,0,
timing,setup_slack,5.11,ns
timing,rsz0062_at_grt,"no",
placement,gp_congestion,1.19,
job,warnings,32,
critical_path,r2r_slack,5.11,ns
route,wl_met3,37.4,mm
clock_network,clk_pin_slew,0.06,ns
route,dr.pass1.iters,7,
route,drc,0,
synth,synthArstFlopShare,100,%
route,wl_met2,74.6,mm
global_route,grt_usage,60.2,%
pwr,leakagePower,14.2,nW
synth,yosysWarnings,2,
critical_path,critical_path_class,"flop to flop",
synth,synth_seq_share,48.5,%
critical_path,critPathMaxFanout,54,
synth,synth.distinct_cells,69,
final_layout,mostFrequentLayoutCells,"nand2_1, dfrtp_1, nand3_1",
synth,largest_area_cell,"dfrtp_1",
placement,dp_slack,4.94,ns
timing,finalCriticalPeriod,5.09,ns
timing,setup_viol,0,
final_layout,fin_cells,4331,
floorplanning,coreArea,69200,um^2
global_route,grt_first_pass_wirelength,271,mm
worst_hold_path,hold_path_class,"flop to flop",
clock_network,cts_resized,0,
floorplanning,initCoreUtil,40.7,%
final_layout,syn_to_final_growth,16.0,%
route,wirelength,204,mm
clock_network,cts_tree,"built",
timing,hold_viol_final,0,
synth,syn_avg_cell_area,8.55,um^2
synth,ys_cells,3296,
route,vias,31893,
synth,top_cell_area_share,48.5,%
critical_path,worstSetupEndpointType,"flop",
final_layout,drive_gt1_share,14.5,%
timing,fmax,197,MHz
synth,synthesis.area,28200,um^2
clock_network,ctsHoldBuffers,0,
clock_network,post_cts_buffers,0,
pwr,power_density,316,nW/um^2
placement,portBuffers,15,
timing,tns,0,ns
synth,area_leaders,"dfrtp_1, nand2_1, nand3_1, o21ai_0, a22oi_1",
synth,netlist_instances,3296,
floorplanning,die-width,267,um
timing,fin_worst_skew,0.0222,ns
placement,dp.cells,4178,
critical_path,start_kind,"flop",
clock_network,clk_latency,0.63,ns
route,wl_met1,66.4,mm
clock_network,cts_buffers,66,
floorplanning,die_area,71500,um^2
critical_path,arrival,5.54,ns
timing,drv_slew,0,
global_route,grt_max_degree,74,
global_route,grt.overflow.total,0,
synth,ys.flops,546,
clock_network,clk_root_buffer_cell,"clkbuf_16",
route,ant_nets,0,
final_layout,final_common_cell,"nand2_1",
placement,dpl.hpwl,135,mm
timing,tightest_slew,1.38,ns
global_route,grt_pass1_vias,30148,
floorplanning,die_h,267,um
clock_network,cts.path.max_buffers,3,
route,drt_first_iter_violations,4516,
timing,relSlewSlack,7.94,%
clock_network,cts_max_level,3,
route,viasPerCell,7.36,
floorplanning,num_rows,96,
route,maxUsedRoutingLayer,"met5",
synth,ys_area,28200,um^2
[critical path, cell delays in order, from the launching register on]
cell and delay [ns]:
dfrtp_2 0.60, buf_4 0.38, and3_2 0.44, buf_4 0.41
nand3_1 0.21, nand4_1 0.26, nor4_1 0.90, nand4_1 0.42
o21ai_4 0.46, buf_4 0.57, o21ai_0 0.17
[layout make-up]
class / instances / area (um^2)
Fill cell: 6600 / 36500
Sequential cell: 546 / 13700
Multi-Input combinational cell: 2454 / 13600
Clock buffer: 85 / 1870
Timing Repair Buffer: 225 / 1740
Tap cell: 931 / 1160
Clock inverter: 33 / 495
Antenna cell: 35 / 87.6
Inverter: 22 / 82.6
[power by group]
part | leakage [nW] | switching [W] | internal (W)
Combinational | 7.83 | 0.00370 | 0.000977
Clock | 1.17 | 0.00104 | 0.00160
Sequential | 5.25 | 0.000474 | 0.00253
[per-stage QoR]
step                      total power, W  util (%)  cell area [um^2]  hold slack (ns)
after floorplan                  0.00502         -             28200            0.443
after CTS                        0.00988      47.1             32600            0.492
final                             0.0103      47.3             32700            0.492
after global routing              0.0104      47.2             32600            0.512
after detailed placement         0.00727      43.7             30300            0.480
after global placement           0.00724      43.7             30300            0.477
[synthesized netlist by cell type, types with 20 or more instances]
| cell | instances |
|---|---|
| nor2_1 | 82 |
| nand3b_1 | 22 |
| dfrtp_1 | 546 |
| nand2b_1 | 20 |
| a22oi_1 | 217 |
| clkbuf_1 | 143 |
| nand3_1 | 465 |
| buf_2 | 28 |
| o21ai_0 | 464 |
| nor4_1 | 45 |
| inv_1 | 22 |
| buf_1 | 90 |
| nand4_1 | 141 |
| nand2_1 | 660 |
| a22o_1 | 22 |
| o21ai_2 | 60 |
[final timing paths]
path / start / endpoint / depth (start not counted)
setup / recovery: wr_ptr[4] / mem[55][0] / 10
hold reg to reg: rd_ptr[6] / rd_ptr[6] / 1
min in group asynchronous: reset_n / mem[11][7] / 1
hold / removal: rd_ptr[6] / rd_ptr[6] / 1
max in group asynchronous: reset_n / mem[51][2] / 3
setup reg to reg: wr_ptr[4] / mem[55][0] / 10
[sequential cells by signal (all words and copies together) (netlist names)]
signal          count
i                   3
wr_ptr              7
shift_register      8
rd_ptr              7
en_cdr_prec         1
mem               512
prdata              8
[kinds of logic after synthesis]
logic type,count (synthesis),synth area share [%]
AOI/OAI and AO/OA,863,19.3
xor gates and xnor gates,24,0.746
adders and majority gates,10,0.444
buffers and inverters,296,4.35
DFF,546,48.5
muxes,20,0.781
other,1,0.0133
and+or+nand+nor,1536,25.9
[routing by layer]
layer	GRT usage (%)	vias up
li1	-	12062
met1	67.3	15360
met2	73.4	3210
met3	45.3	1222
met4	50.3	39
met5	14.7	-
Power and IR drop assume default switching activity.
